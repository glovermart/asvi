### ./design.v
interface I;
  task adder (input int i_a, i_b, output int o_a);  
    o_a = i_a + i_b;
  endtask
endinterface
module top
  ( input int i_a
  , input int i_b
  , output int o_a
  );
  I u_I ();
  always_comb u_I.adder(i_a,i_b,o_a);  
endmodule
### ./run.sh
#!/bin/bash
# OpenROAD 26Q1-2900-gdf79404cd8, Yosys 0.63+post, stock flow scripts
make -C /OpenROAD-flow-scripts/flow DESIGN_CONFIG=/design/flow/config.mk WORK_HOME=/design/flow/orfs finish
### ./config.mk
export PLATFORM = sky130hd
export DESIGN_NAME = top
export DESIGN_NICKNAME = top
export VERILOG_FILES = /design/flow/design.v
export SDC_FILE = /design/flow/constraint.sdc
export NUM_CORES = 4
export LEC_CHECK = 1
export CORE_AREA = 10 10 94 94
export DIE_AREA = 0 0 104 104
export SYNTH_HDL_FRONTEND = slang
### ./constraint.sdc
current_design top

set clk_period 24.1
set clk_io_pct 0.2

create_clock -name clk0 -period $clk_period

set non_clock_inputs [all_inputs -no_clocks]
set_input_delay [expr $clk_period * $clk_io_pct] -clock clk0 $non_clock_inputs
set_output_delay [expr $clk_period * $clk_io_pct] -clock clk0 [all_outputs]
==> summary.txt <==
run metrics: status finished, final reports clean, critical path data required time 19.28 ns, seq_cells 0, GRT Total Usage 0.104, yosys stat area between 1500 and 2000 um^2, Final Cycle Share 0.522, Avg Synthesized Cell Area 7.24 um^2, setup ws final 11.52 ns, post-cts sizing count 0, # hold bufs at CTS 0, drt pass-1 iters 4, Die Wd around 100 um, Syn Inst Count 241, leakage 1.18 nW, switching share of power 0.397, GRT overflow 0, relative slew slack 0.640, CP max-delay cell clkdlybuf4s50_1, area growth from synthesis to layout 59.5%, Tool Warnings 32, Reg power frac 0, Final setup viols 0, Critical Path Most Common Cell clkdlybuf4s50_1, Worst Path Buf+Inv 2, core area 6830 um^2, Vias per Instance 5.01, Critical Path Source Type input pin, share of cells above drive strength 1 0.0307, mapped cell area about 1700 um^2, Register Area 0 um^2, synth unique cells 50, worst hold slack 10.67 ns, IO Pins 96, endpoint class of the critical path primary output, type of the worst setup path in -> out, number of remaining DRC errors 0, HP Class in -> out, Pwr per Cell Area 28.8 nW/um^2, post-CTS setup buffers 0, Final Max Tran Viols 0, VDD IR max between 0.00001 and 0.000015 V, row count 30, minimum clock period between 10 and 15 ns, number of global-route vias before repair 2,054, Peak Freq 79.5 MHz, Setup TNS Final 0 ns, vias post-DR 2,114, total of max-cap violations 0, first-pass GRT wire length ~9800 um, DRT Wirelength 5890 um, Die Size 10,800 um^2, delay-heaviest family, CP AND-OR/OR-AND gates, initial DRC count ~75, post-DR wirelength/cell 13.9 um, slew at the pin closest to its max-slew limit between 0.5 and 0.6 ns, crit-path cells clkdlybuf4s50_1, ha_1, fa_1, a21o_1, a31o_2, nand3_1, o221ai_1, a311oi_1, o21bai_1, xor2_1, clkdlybuf4s50_1, antenna cell count 0, Detail Route Antenna Nets 0, slowest stage delay, CP 0.49 ns, number of port buffers roughly 96, Final Hold Fails 0, internal power 0.0000483 W, Ys Warns 0, largest net degree at the start of global routing 11, Clock buffer cells 0, yosys cell count between 200 and 250, Die Ht 104 um, gp weighted congestion about 0.8, Arr. time, crit path 7.76 ns, unrepaired setup endpoints after global routing no, crit-path max FO 4, sw power 0.0000318 W, initial antenna violation count 0, dpl ws 11.49 ns, DP HPWL 5190 um, Core Util at FP 0.255, Post-synth seq share 0, clock power share 0, logic gate share of total power 1.000
==> stage by stage <==
| step | cells | power (W) | utilization | area [um^2] |
|---|---|---|---|---|
| floorplan | 241 | 0.0000385 | - | 1740 |
| global placement | 422 | 0.0000811 | 0.407 | 2780 |
| detailed placement | 422 | 0.0000808 | 0.407 | 2780 |
| CTS | 422 | 0.0000815 | 0.407 | 2780 |
| global route | 422 | 0.0000894 | 0.407 | 2780 |
| finish | 422 | 0.0000801 | 0.407 | 2780 |
==> routing by layer <==
| metal | track usage | routed length [um] | vias to the layer above |
|---|---|---|---|
| li1 | - | - | 1086 |
| met1 | 0.149 | 2860 | 965 |
| met2 | 0.167 | 2670 | 63 |
| met3 | 0.0188 | 356 | 0 |
| met4 | 0 | 0 | 0 |
| met5 | 0 | 0 | - |
==> tightest hold or removal path: stages <==
cell and delay (ns):
clkdlybuf4s50_1 0.45, ha_1 0.11, clkdlybuf4s50_1 0.46
==> cell type report <==
cell class / count / area (um^2)
Timing Repair Buffer: 96 / 961
Inverter: 6 / 22.5
Tap cell: 96 / 120
Fill cell: 701 / 4050
Multi-Input combinational cell: 224 / 1680
==> cell usage after synthesis (2+ instances only) <==
| cell | number | area (um^2) |
|---|---|---|
| xor2_1 | 15 | 131 |
| a311oi_1 | 2 | 17.5 |
| nand2b_1 | 2 | 12.5 |
| a21oi_1 | 29 | 145 |
| o221ai_1 | 2 | 17.5 |
| nand3_1 | 10 | 50.1 |
| o21a_1 | 2 | 15.0 |
| o21bai_1 | 4 | 30.0 |
| a211oi_1 | 3 | 22.5 |
| o211ai_1 | 3 | 22.5 |
| nor2_1 | 12 | 45.0 |
| nand4_1 | 8 | 50.1 |
| a31oi_1 | 3 | 18.8 |
| nor3_1 | 4 | 20.0 |
| or2_2 | 3 | 18.8 |
| a21o_1 | 19 | 143 |
| o21ai_0 | 13 | 65.1 |
| mux2i_1 | 2 | 20.0 |
| nand2_1 | 18 | 67.6 |
| ha_1 | 31 | 388 |
| clkbuf_1 | 8 | 30.0 |
| xnor2_1 | 13 | 114 |
| buf_2 | 2 | 10.0 |
| inv_1 | 6 | 22.5 |
| o311ai_1 | 2 | 17.5 |
==> cells in the final DEF (no fill, tap or decap), types with 2 or more instances in the layout <==
cell | netlist | final
nand2_1 | 18 | 18
clkdlybuf4s50_1 | 0 | 96
xnor2_1 | 13 | 13
inv_1 | 6 | 6
o221ai_1 | 2 | 2
ha_1 | 31 | 31
o311ai_1 | 2 | 2
a21oi_1 | 29 | 29
nor2_1 | 12 | 12
a21o_1 | 19 | 19
a211oi_1 | 3 | 3
a311oi_1 | 2 | 2
o21a_1 | 2 | 2
or2_2 | 3 | 3
o21bai_1 | 4 | 4
a31oi_1 | 3 | 3
o211ai_1 | 3 | 3
nor3_1 | 4 | 4
nand4_1 | 8 | 8
o21ai_0 | 13 | 13
nand3_1 | 10 | 10
nand2b_1 | 2 | 2
xor2_1 | 15 | 15
mux2i_1 | 2 | 2
==> path summary, 6_finish.rpt <==
| check | from | to | slack (ns) | depth (start not counted) |
|---|---|---|---|---|
| worst min-delay path | i_b[0] | o_a[0] | 10.67 | 3 |
| worst max-delay path | i_a[0] | o_a[26] | 11.52 | 11 |
==> power groups by stage <==
stage | combinational, W | clock (W) | sequential [W]
finish | 0.0000801 | 0 | 0
global route | 0.0000894 | 0 | 0
CTS | 0.0000815 | 0 | 0
==> cells by family (layout without fill, tap and decap cells) <==
kind of cell	count (synthesis)	in the layout	synth area share
simple gates	65	65	0.183
xor+xnor	28	28	0.141
compound gates	97	97	0.393
mux	2	2	0.0115
fa+ha+maj	32	32	0.234
buf+inv	17	102	0.0380
Power is estimated from default activity; no workload was simulated.
